==> /design/flow/design.v <==
module cafea(
	clk,
	y,
	n,
	fond,
	rst_n,
	cafea,
	cioco,
	zahar,
	lapte,
	msg
);
input clk;
input y;
input n;
input [4:0]fond;
input rst_n;
output reg cafea;
output reg cioco;
output reg zahar;
output reg lapte;
output reg[3:0]msg;
localparam Idle = 4'd0;
localparam Meniu = 4'd1;
localparam Cafea = 4'd2;
localparam Ciocolata = 4'd3;
localparam Lapte_extra = 4'd4;
localparam Zahar_extra = 4'd5;
localparam Bani = 4'd6;
localparam Fond = 4'd7;
localparam Activ = 4'd8;
localparam Lapte = 4'd9;
localparam Zahar = 4'd10;
reg [3:0]state;
always @(posedge clk,negedge rst_n) begin		
	if(~rst_n)
		state<=Idle;
    else begin
        case(state)
        Idle: begin
            if(y)
				state<=Meniu;
				else
				state<=state;
        end
        Meniu: begin
            if(y)
                state <= Cafea;
            else if(n)
                state <= Ciocolata;
			else
				state <= state;
        end
		Ciocolata: begin
            state<=Lapte_extra;
			end
		Cafea: begin
                state<=Lapte_extra;
			end
		Lapte_extra: begin
                if(y)
				state<=Lapte;
				else if(n)
				state<=Zahar_extra;
				else
				state <= state;
			end
		Zahar_extra: begin
                if(y)
				state<=Zahar;
				else if(n)
				state<=Bani;
				else
				state <= state;				
			end
		Lapte: begin
            state<=Zahar_extra;
			end
		Zahar: begin
                state <= Bani;
			end
		Bani: begin
                if(y && fond>=5)
				state<=Activ;
				else if(y && fond<5)
				state<=Fond;
				else
				state <= state;				
			end	
		Fond: begin
                state <= Bani;		
			end
        default: state<=Idle;
        endcase
    end
end
always @(*) begin
    case(state)
	Idle: msg = 4'd0;
	Meniu: msg = 4'd1;
	Cafea: begin 
		msg = 4'd2;
		cafea=1;
	end
	Ciocolata: begin 
		msg = 4'd3;
		cioco=1;
	end
	Lapte_extra: msg = 4'd4;
	Zahar_extra: msg = 4'd5;
	Bani: msg = 4'd6;
	Fond: msg = 4'd7;
	Activ: msg = 4'd8;
	Lapte: begin 
		msg = 4'd9;
		lapte=1;
	end
	Zahar: begin 
		msg = 4'd10;
		zahar=1;
	end
    default: msg = 4'd0;
    endcase
end
endmodule
==> /design/flow/run.sh <==
#!/bin/bash
# OpenROAD 26Q1-2900-gdf79404cd8, Yosys 0.63+post, stock flow scripts
make -C /OpenROAD-flow-scripts/flow DESIGN_CONFIG=/design/flow/config.mk WORK_HOME=/design/flow/orfs finish
==> /design/flow/config.mk <==
export PLATFORM = sky130hd
export DESIGN_NAME = cafea
export DESIGN_NICKNAME = cafea
export VERILOG_FILES = /design/flow/design.v
export SDC_FILE = /design/flow/constraint.sdc
export NUM_CORES = 4
export LEC_CHECK = 1
export CORE_AREA = 10 10 70 70
export DIE_AREA = 0 0 80 80
==> /design/flow/constraint.sdc <==
current_design cafea

set clk_period 2.2
set clk_io_pct 0.2

create_clock -name clk0 -period $clk_period [get_ports {clk}]

set non_clock_inputs [all_inputs -no_clocks]
set_input_delay [expr $clk_period * $clk_io_pct] -clock clk0 $non_clock_inputs
set_output_delay [expr $clk_period * $clk_io_pct] -clock clk0 [all_outputs]
==> flow_metrics.py <==
# Auto-generated metrics
metrics = {
    "clock_network": {
        "cts_tree": "done",
        "clock_sinks": 11,
        "cts_root_buf": "clkbuf_4",
        "ctsResizeCount": 0,
        "cts_hold_buffers": 0,
        "cts_buffers": 3,
        "cts.clk_slew.worst_paths_ps": 60,
        "postCtsSetupBuffers": 0,
        "clock_path_buffers": 2,
        "htree_levels": 1,
        "clock_latency_ps": 260,
    },
    "global_route": {
        "first_global_vias": 393,
        "overflow": 0,
        "grt_pass1_wl_mm": 1.68,
        "grt.total_usage_pct": 3.22,
        "grt_antenna_before_repair": 0,
        "grt_max_degree": 12,
    },
    "run_status": {
        "status": "completed",
    },
    "yosys": {
        "ys_ff": 11,
        "top_area_cell": "dfrtp_1",
        "syn_inst": 47,
        "synth_area_um2": 494,
        "async_flop_share_pct": 100,
        "edf_count": 0,
        "synth_top_area_share_pct": 50.6,
        "syn_area_per_cell_um2": 10.5,
        "ys_chip_area_um2": 494,
        "area_leaders": "dfrtp_1 (51%), buf_4 (6.1%), dfstp_2 (5.3%), and2_2 (4.6%), nand2_1 (3.8%)",
        "yosysWarnings": 1,
        "ys_cells": 47,
        "yosysMostFrequentCell": "dfrtp_1",
        "top_cells_by_count": "dfrtp_1 (10), nand2_1 (5), nor2_1 (5)",
        "synth_cell_types": 21,
        "ys_seq_share_pct": 55.9,
        "ff_type": "dfrtp_1",
    },
    "power_and_ir_drop": {
        "irDropWorstVdd_v": 0.000284,
        "cellPowerDensity_mw_per_mm2": 739,
        "p_leak_nw": 0.320,
    },
    "critical_path": {
        "slowest_delay_ps": 410,
        "cp_max_fo": 3,
        "arrival_ps": 1430,
        "crit_type": "flop to output port",
        "crit_required_ps": 1760,
        "endpoint_kind": "output port",
        "critical_path.top_delay_family": "buffers and inverters",
        "crit_chain": "or3_1, clkdlybuf4s50_1",
        "crit_buf_inv": 1,
        "startpoint_type": "flop",
        "worst_path_max_delay_cell": "clkdlybuf4s50_1",
    },
    "final_timing": {
        "rsz0062_at_grt": "false",
        "finClkSkew_ps": 6.61,
        "finalHoldViolCount": 0,
        "finalCritPeriodShare_pct": 84.9,
        "setup_violations": 0,
        "fmax_ghz": 0.535,
        "setup_tns_ps": 0,
        "fin_crit_ps": 1870,
        "maxSlewViolCount": 0,
    },
    "placed_design": {
        "gp_congestion": 0.773,
        "io_buffers": 12,
        "dp_hpwl_um": 861,
    },
    "flow_run": {
        "warnings": 25,
        "maxCapViolations": 0,
    },
    "die": {
        "ios": 17,
        "chipArea_mm2": 0.00640,
        "die_h_um": 80,
        "die_x_um": 80,
        "placeableCoreArea_mm2": 0.00342,
        "fp_util_pct": 14.5,
        "rows": 21,
    },
    "routing": {
        "vias": 371,
        "routed_via_density": 3.47,
        "diodes": 0,
        "drc": 0,
        "drt_first_pass_iters": 2,
        "drtAntennaViolNets": 0,
        "routed_wl_mm": 1.04,
        "drtIter0Drc": 8,
        "avgRoutedWirePerCell_um": 9.76,
    },
    "cells_and_area": {
        "drive_gt1_share_pct": 14.8,
        "reg_top3": "state x11",
        "syn_to_final_growth_pct": 35.2,
        "largest_reg_flops": 11,
        "final_util_pct": 19.6,
        "regMostFlops": "state",
    },
    "worst_hold_path": {
        "hp-class": "flop to flop",
    },
}
per-layer routing:
layer | GRT usage (%) | part of all wire, % | vias to the layer above
li1 | - | - | 176
met1 | 4.43 | 54 | 169
met2 | 3.85 | 32 | 24
met3 | 2.61 | 13 | 2
met4 | 0.352 | 1.4 | 0
met5 | 0 | 0 | -
layout make-up:
class	instances	area (um^2)
Fill cell	385	2750
Sequential cell	11	277
Multi-Input combinational cell	33	184
Timing Repair Buffer	12	120
Tap cell	46	57.6
Clock buffer	4	26.3
Inverter	1	3.75
final timing paths:
kind,startpoint,endpoint,slack (ps),depth (start not counted)
max,state[4],msg[3],330,2
min,state[1],state[0],460,1
max reg2reg,state[8],state[5],1400,2
min reg2reg,state[1],state[0],460,1
max in group asynchronous,rst_n,state[0],1350,1
min in group asynchronous,rst_n,state[2],490,1
report_power, final:
group	internal, mW	switching (mW)	total (mW)	leakage (nW)
clock network	0.0700	0.0619	0.132	0.0150
logic	0.0782	0.0391	0.117	0.157
registers	0.226	0.0183	0.245	0.148
layout by cell type (no fill, tap or decap):
cell type,count
clkdlybuf4s50_1,12
dfrtp_1,10
nor2_1,5
nand2_1,5
conb_1,4
o21ai_0,3
and2_2,3
clkbuf_4,3
nor3_1,2
a21oi_1,2
or3_1,1
inv_1,1
and3_1,1
nor4b_2,1
a21o_1,1
nor2_2,1
a211o_1,1
nand2b_1,1
mux2i_1,1
o21bai_1,1
clkbuf_1,1
dfstp_2,1
per-stage QoR:
stage	std cells	cell area, um^2	total power, mW	worst slack, ps	hold slack, ps
2_1_floorplan	50	505	0.288	1080	144
3_3_place_gp	103	642	0.366	600	462
3_5_place_dp	103	642	0.368	590	452
4_1_cts	107	668	0.502	300	467
5_1_grt	107	668	0.524	269	492
6_report	107	668	0.494	331	456
logic make-up after synthesis:
kind of cell / after synthesis / share of synthesized area, %
AND/OR/NAND/NOR: 20 / 22.3
other: 1 / 0.759
flip-flops: 11 / 56.0
buffers and inverters: 6 / 9.11
multiplexers: 1 / 2.03
AND-OR/OR-AND: 8 / 9.87
worst register-to-register path, cell delays in order, from the launching register on:
cell     delay [ps]
dfrtp_1         440
a21oi_1         150
o21ai_0          80
Power and IR drop assume default switching activity.
