==> ./config.mk <==
export PLATFORM = sky130hd
export DESIGN_NAME = state
export DESIGN_NICKNAME = state
export VERILOG_FILES = /design/flow/design.v
export SDC_FILE = /design/flow/constraint.sdc
export NUM_CORES = 4
export LEC_CHECK = 1
export CORE_AREA = 10 10 70 70
export DIE_AREA = 0 0 80 80
==> ./constraint.sdc <==
current_design state

set clk_period 1.2
set clk_io_pct 0.2

create_clock -name clk0 -period $clk_period [get_ports {clk}]

set non_clock_inputs [all_inputs -no_clocks]
set_input_delay [expr $clk_period * $clk_io_pct] -clock clk0 $non_clock_inputs
set_output_delay [expr $clk_period * $clk_io_pct] -clock clk0 [all_outputs]
==> ./design.v <==
module state(
	card,
	a,
	b,
	nrst,
	clk,
	msg
);
input card;
input a;
input b;
input nrst;
input clk;
output reg[2:0] msg;
localparam STATE_Fara = 3'd0;
localparam STATE_Nul = 3'd1;
localparam STATE_Prima = 3'd2;
localparam STATE_Doua = 3'd3;
localparam STATE_Treia = 3'd4;
localparam STATE_Gresit = 3'd5;
localparam MESAJ_inceput = 3'd0;
localparam MESAJ_introducere = 3'd1;
localparam MESAJ_corect = 3'd2;
localparam MESAJ_gresit = 3'd3;
reg [2:0]state;
always @(posedge clk) begin		
	if(~nrst)begin
		if(card)
		state <= STATE_Nul;
		else
		state <= STATE_Fara;
	end
    else begin
        case(state)
        STATE_Nul: begin
            if(a)
                state <= STATE_Prima;
            else if(b)
                state <= STATE_Gresit;
            else
                state <= state;  
        end
        STATE_Prima: begin
            if(b)
                state <= STATE_Doua;
            else if(a)
                state <= STATE_Gresit;
			else
				state <= state;
        end
		STATE_Doua: begin
            if(a)
                state <= STATE_Treia;
            else if(b)
                state <= STATE_Gresit;
			else
				state <= state;
			end
		STATE_Treia: begin
                state <= state;
			end
		STATE_Gresit: begin
                state <= state;	
			end
        default: begin
                if(card)
			state <= STATE_Nul;
		else
			state <= STATE_Fara;
				end
        endcase
    end
end
always @(*) begin
    case(state)
	STATE_Fara: msg = MESAJ_inceput;
    STATE_Nul: msg = MESAJ_introducere;
    STATE_Prima: msg = MESAJ_introducere;
    STATE_Doua: msg = MESAJ_introducere;
	STATE_Treia: msg = MESAJ_corect;
    STATE_Gresit: msg = MESAJ_gresit;
    default: msg = MESAJ_inceput;
    endcase
end
endmodule
==> ./run.sh <==
#!/bin/bash
# OpenROAD 26Q1-2900-gdf79404cd8, Yosys 0.63+post, stock flow scripts
make -C /OpenROAD-flow-scripts/flow DESIGN_CONFIG=/design/flow/config.mk WORK_HOME=/design/flow/orfs finish
==> flow_summary.json <==
{
  "crit_path_end": "msg[0]",
  "chipArea_mm2": 0.00640,
  "crit_required_ps": 960,
  "grt.total_usage": 0.0179,
  "arrival_ps": 1170,
  "dpl_cell_area_um2": 402,
  "fin_worst_skew_ps": 1.99,
  "avgSynthCellArea_um2": 9.13,
  "edf_count": 0,
  "r2r-end": "state[5]",
  "startpoint_type": "flip-flop",
  "slowest_delay_ps": 500,
  "vias": 224,
  "r2r_setup_slack_ps": 220,
  "top_regs": "state (6)",
  "crit_start": "state[4]",
  "viasPerCell": 2.57,
  "p_leak_nw": 0.165,
  "drive_above_1_share": 0.317,
  "dp_hpwl_um": 484,
  "grt_overflow": 0,
  "pre_cts_ws_ps": -269,
  "dr.pass1.iters": 4,
  "fillCellCount": 405,
  "fp-utilization": 0.0722,
  "numPortBuffers": 6,
  "syn_inst": 27,
  "r2r_start": "state[5]",
  "ys_seq_share": 0.487,
  "ys_ff": 6,
  "ys_sh_xor": 0,
  "die_y_um": 80,
  "hold_class": "reg2reg",
  "worst_slack_ps": -208,
  "layout_top_cell": "buf_4",
  "aoi_share": 0.198,
  "yosysUniqueCellTypes": 16,
  "num_antenna_cells": 0,
  "power_mw": 0.474,
  "cts_buffer_depth": 2,
  "largest_register_ffs": 6,
  "std_cell_rows": 21,
  "grt_max_degree": 8,
  "ioPinCount": 8,
  "h-tree-depth": 1,
  "drv_slew": 0,
  "combGateArea_um2": 114,
  "ys_sh_simple": 0.239,
  "rr_worst_depth": 3,
  "wl_per_cell_um": 6.75,
  "holdWs_ps": 555,
  "finalClockPeriodUsage": 1.17,
  "stdcell_area_um2": 424,
  "ys_cells": 27,
  "finalSetupTns_ps": -251,
  "path_buffers": 1,
  "yosysWarnings": 1,
  "drtIter0Drc": 9,
  "dieWidth_um": 80,
  "ir_drop_v": 0.000483,
  "critPathKind": "reg2out",
  "utilization": 0.124,
  "grt_pass1_wl_um": 945,
  "finalWeightedCongestion": 0.746,
  "cts.sinks": 6,
  "clk_pin_slew_worst_paths_ps": 50,
  "syn-cell-area_um2": 246,
  "top_area_frac": 0.487,
  "areaGrowthSynthToFinish_pct": 72.1,
  "critPathSlowestCell": "or4_1",
  "path_max_fanout": 2,
  "finalHoldViolCount": 0,
  "topCellsByArea": "dfxtp_1 49%, or3b_1 7.1%, a21oi_1 6.1%",
  "worstSetupEndpointType": "output port",
  "hold_start": "state[1]",
  "cap_violations": 0,
  "antenna_left": 0,
  "fin_crit_ps": 1410,
  "cpLargestDelayFamily": "simple AND/OR/NAND/NOR gates",
  "ys_sh_mux": 0,
  "drt_wl_total_um": 587,
  "rsz0062_at_grt": "true",
  "fin_cells": 87,
  "yosysTopAreaCell": "dfxtp_1",
  "setup_viol": 2,
  "grt_pass1_vias": 228,
  "warnings": 27,
  "antenna_found_initial": 0,
  "ys_async_sr_fraction": 0,
  "place_inst": 84,
  "p_per_area_mw_per_mm2": 1120,
  "critical_path_depth": 2,
  "fmax_mhz": 710,
  "violations": "setup timing",
  "clock-root-buffer": "clkbuf_4",
  "post-route-drc-count": 0,
  "ys_top_logic_family": "simple AND/OR/NAND/NOR gates",
  "lay_top_cells": "6 x buf_4, 5 x dfxtp_1, 4 x clkdlybuf4s50_1",
  "ys_chip_area_um2": 246,
  "cp_cell_sequence": "or4_1 > buf_2",
  "clock.latency.late_pin_ps": 240,
  "ys_sh_adder": 0,
  "cts_buffers": 3,
  "top_register": "state",
  "status": "finished with violations",
  "core-area_mm2": 0.00342,
  "cts_tree": "yes",
  "ff_type": "dfxtp_1",
  "seq_area_um2": 121
}
-- metal layers --
layer	up-vias	global-route usage	wire, um
met5	-	0	0
met1	94	0.0234	287
met2	6	0.0249	245
li1	122	-	-
met4	0	0.00880	14
met3	2	0.00682	39
-- logic make-up (layout without fill, tap and decap cells) --
logic type,count (synthesis),after routing
buf+inv,3,17
flops,6,6
compound gates,7,7
simple gates,10,10
other cells,1,1
-- tightest hold or removal path: stages (launching register included) --
cell	delay, ps
dfxtp_1	320
buf_4	100
a21oi_1	30
nor2_1	70
-- worst min path at each step --
stage / end / depth (start not counted) / slack (ps)
after CTS: state[1] / 3 / 550
after global routing: state[0] / 2 / 590
final: state[1] / 3 / 550
-- layout make-up --
type | instances | share of cell area
Sequential cell | 6 | 0.286
Multi-Input combinational cell | 18 | 0.268
Timing Repair Buffer | 12 | 0.239
Tap cell | 46 | 0.136
Clock buffer | 3 | 0.0531
Inverter | 2 | 0.0177
-- Yosys cell counts, types with 2 or more instances --
master	count
or3b_1	2
nor2_1	2
dfxtp_1	6
a21oi_1	3
inv_1	2
nand2_1	2
-- power breakdown --
part | internal, mW | leakage, nW | total, mW | switching [mW]
Clock | 0.113 | 0.0138 | 0.185 | 0.0717
Combinational | 0.0478 | 0.101 | 0.0741 | 0.0263
Sequential | 0.211 | 0.0497 | 0.215 | 0.00384
-- repair_timing --
item                                    4_1_cts  5_1_grt
hold buffers                                  0        0
endpoints found under the setup margin        2        2
setup buffers                                 0        1
resized                                       7        3
pin swaps                                     0        0
Power is estimated from default activity; no workload was simulated.
